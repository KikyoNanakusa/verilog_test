<file path="/design/flow/design.v">
module problem5 (
  input [15:0] i_data_0,
  input [15:0] i_data_1,
  input [15:0] i_data_2,
  input [15:0] i_data_3,
  input [1:0]  i_ctrl,
  input i_clk,
  output reg [15:0] o_data
);
  wire [15:0] w_data;
  assign w_data = select_data(i_ctrl);
  always @(posedge i_clk) begin
    o_data <= w_data;
  end
  function [15:0] select_data;
    input [1:0] ctrl;
    begin
      case (ctrl)
        2'b00: select_data = i_data_0;
        2'b01: select_data = i_data_1;
        2'b10: select_data = i_data_2;
        2'b11: select_data = i_data_3;
        default: select_data = 16'h0000;
      endcase
    end
  endfunction
endmodule
</file>
<file path="/design/flow/run.sh">
#!/bin/bash
# OpenROAD 26Q1-2900-gdf79404cd8, Yosys 0.63+post, stock flow scripts
make -C /OpenROAD-flow-scripts/flow DESIGN_CONFIG=/design/flow/config.mk WORK_HOME=/design/flow/orfs finish
</file>
<file path="/design/flow/config.mk">
export PLATFORM = sky130hd
export DESIGN_NAME = problem5
export DESIGN_NICKNAME = problem5
export VERILOG_FILES = /design/flow/design.v
export SDC_FILE = /design/flow/constraint.sdc
export NUM_CORES = 4
export LEC_CHECK = 1
export CORE_AREA = 10 10 82 82
export DIE_AREA = 0 0 92 92
</file>
<file path="/design/flow/constraint.sdc">
current_design problem5

set clk_period 1.0
set clk_io_pct 0.2

create_clock -name clk0 -period $clk_period [get_ports {i_clk}]

set non_clock_inputs [all_inputs -no_clocks]
set_input_delay [expr $clk_period * $clk_io_pct] -clock clk0 $non_clock_inputs
set_output_delay [expr $clk_period * $clk_io_pct] -clock clk0 [all_outputs]
</file>
==> Implementation_results.wiki <==
=== Physical design figures ===
{| class="wikitable"
! Metric !! Value
|-
| CTS root buf || clkbuf_8
|-
| Final Critical Period || about 0.97 ns
|-
| Worst slew margin relative to its limit || 90.36%
|-
| Clock buffer depth || 2
|-
| Number of max-slew violations in the final report || 0
|-
| WL per Instance || ~15 µm
|-
| Overflow left after global routing || 0
|-
| Power per Cell Area || slightly below 1000 nW/µm²
|-
| Synth warnings || 1
|-
| Sort of element at the end of the critical path || output pin
|-
| Number of setup violations in the final report || 0
|-
| Layout cells sized above 1 || a little under a fifth
|-
| Series of cell instances along the critical path || dlygate4sd2_1
|-
| Cell type group with the largest total delay on the critical path || flip-flops
|-
| Proportion of netlist area held by the largest area contributor || 43.03%
|-
| Number of cells in Yosys stat || 36
|-
| Via count normalized by instance count || roughly 3.6
|-
| Remaining design rule violation count || 0
|-
| Worst min-delay path class || input pin to register
|-
| Vias in the first global route || 882
|-
| Area inside the core boundary || slightly above 5000 µm²
|-
| Horizontal die size || 92 µm
|-
| Routed via count || 689
|-
| Most frequent cells in the layout || 64 x clkdlybuf4s50_1, 13 x dfxtp_1, 11 x mux4_2, 11 x clkdlybuf4s15_1, 6 x dlygate4sd2_1
|-
| Leakage || roughly 0.65 nW
|-
| Critical path peak fanout || 1
|-
| Setup repair after global routing missed its margin || false
|-
| 1st-pass router iterations || 2
|-
| Largest net degree at the start of global routing || 9
|-
| Fill cell instance count of the final layout || 516
|-
| Area reported by Yosys stat || 744.5 µm²
|-
| Routability cong. || 0.7642
|-
| Top flop regs || o_data (16)
|-
| Syn avg cell area || 20.68 µm²
|-
| Number of H-tree levels || 1
|-
| Slowest cell on crit path || dfxtp_1
|-
| Number of warning messages in the logs || 26
|-
| Hold violation count in the final report || 0
|-
| MaxCap Viol Count || 0
|-
| Wire length of the first global-routing pass || between 4 and 5 mm
|-
| Clock slew seen by the registers of the worst setup and hold paths || 0.06 ns
|-
| Category of the worst setup path launch point || register
|-
| Most common cell after layout, fill and taps aside || clkdlybuf4s50_1
|-
| Setup total negative slack || 0 ns
|-
| Number of buffers added for setup after CTS || 0
|-
| Run status || finished clean
|-
| Core utilization at floorplan || between 10 and 15%
|-
| Syn Std Cell Area || 744.5 µm²
|-
| Post-Route Utilization || ~34%
|-
| Boundary Pins || 83
|-
| CTS tree || done
|-
| Arrival time at the worst endpoint || 0.77 ns
|-
| Final critical-path share of the clock period || 96.76%
|-
| Flops after synth || 16
|-
| Die outline height || between 90 and 100 µm
|-
| Critical path required time || 0.80 ns
|-
| Number of buffers and inverters on the critical path || 1
|-
| Tally of buffers added on design ports || 82
|-
| Total clock buffers created by CTS || 3
|-
| Sequential cell area fraction in the yosys report || 43.03%
|-
| Biggest area cells || dfxtp_1 43%, mux4_2 30%, mux4_1 21%
|-
| Number of routed nets with antenna violations || 0
|-
| First DRT Iteration DRCs || 16
|-
| Cell accounting for the most synthesized area || dfxtp_1
|-
| Max incr delay on CP || between 0.2 and 0.3 ns
|-
| Number of antenna cells inserted || 0
|-
| P&R area growth vs syn || 129.7%
|-
| Slew @ Worst Pin || 0.1456 ns
|-
| Chip area || 8464 µm²
|-
| Max FFs per register || 16
|-
| Antenna violations before repair || 0
|-
| Cell Type Count || 6
|-
| Total detailed-routing wirelength || 2.919 mm
|-
| Max frequency || 1.034 GHz
|-
| Highest ir drop seen on vdd || 0.0003665 V
|-
| Standard-cell rows || 26
|-
| Total track usage || 6.913%
|-
| Class of the most critical setup path || register to output pin
|-
| Sink count of the clock tree || 16
|-
| Register with the most flip-flops || o_data
|-
| Cells after Synth || 36
|-
| Post-route total power || 1.691 mW
|}
-- kinds of logic after synthesis --
| logic type | synth area share (%) |
|---|---|
| buf+inv | 5.546 |
| mux | 51.43 |
| flops | 43.03 |
-- through the flow --
step	cell area [µm²]	worst slack, ns	hold WS, ns	cells
6_report	1710	0.03243	0.5035	191
5_1_grt	1710	0.001491	0.5325	191
4_1_cts	1700	0.003548	0.5085	191
3_5_place_dp	1647	-0.5890	0.8779	187
3_3_place_gp	1647	-0.5759	0.8752	187
2_1_floorplan	753.2	-0.04040	0.4159	36
-- power by group --
| group | leakage, nW | switching, mW | internal [mW] |
|---|---|---|---|
| Sequential | 0.135 | 0.0155 | 0.709 |
| Clock | 0.0216 | 0.194 | 0.266 |
| Combinational | 0.493 | 0.0932 | 0.413 |
| Total | 0.649 | 0.303 | 1.39 |
-- worst paths after layout --
check	from	endpoint	slack, ns	cells past startpoint
setup / recovery	o_data[0]	o_data[0]	0.03	1
hold / removal	i_ctrl[0]	o_data[1]	0.50	3
-- routing by layer --
layer	wire (µm)	vias to the layer above	GRT usage, %
met3	417	0	4.201
li1	-	327	-
met4	0	0	0.5141
met5	0	-	0
met1	1126	312	7.845
met2	1375	50	11.41
-- worst min-delay path: cells and delay by family --
| family | cells | cell delay [ns] |
|---|---|---|
| buf+inv | 2 | 0.31 |
| mux | 1 | 0.20 |
-- area by class of cell --
cell class / count / area [µm²] / area share, %
Multi-Input combinational cell: 16 / 379.1 / 22.17
Timing Repair Buffer: 86 / 878.3 / 51.35
Sequential cell: 16 / 324.1 / 18.95
Clock buffer: 3 / 41.29 / 2.414
Tap cell: 70 / 87.58 / 5.121
-- synthesized netlist by cell type --
library cell and n:
dfxtp_1 16, mux4_2 10, mux4_1 6, buf_2 2, buf_12 1, buf_6 1
-- repair_timing --
item,in CTS,in global routing
gates resized,28,12
endpoints found under the setup margin,32,10
hold buffers,0,0
cloned,1,0
Power figures rest on the tool's default switching activity, not on a simulated workload.
