<file path="design/flow/config.mk">
export PLATFORM = sky130hd
export DESIGN_NAME = problem3
export DESIGN_NICKNAME = problem3
export VERILOG_FILES = /design/flow/design.v
export SDC_FILE = /design/flow/constraint.sdc
export NUM_CORES = 4
export LEC_CHECK = 1
export CORE_AREA = 10 10 70 70
export DIE_AREA = 0 0 80 80
</file>
<file path="design/flow/constraint.sdc">
current_design problem3

set clk_period 1.0
set clk_io_pct 0.2

create_clock -name clk0 -period $clk_period

set non_clock_inputs [all_inputs -no_clocks]
set_input_delay [expr $clk_period * $clk_io_pct] -clock clk0 $non_clock_inputs
set_output_delay [expr $clk_period * $clk_io_pct] -clock clk0 [all_outputs]
</file>
<file path="design/flow/design.v">
module problem3 (
  input [15:0] i_p0,
  input [15:0] i_p1,
  output [15:0] o_p
);
  wire [15:0] w_p0;
  assign w_p0 = ~i_p0;
  assign o_p = i_p1 & w_p0;
endmodule
</file>
<file path="design/flow/run.sh">
#!/bin/bash
# OpenROAD 26Q1-2900-gdf79404cd8, Yosys 0.63+post, stock flow scripts
make -C /OpenROAD-flow-scripts/flow DESIGN_CONFIG=/design/flow/config.mk WORK_HOME=/design/flow/orfs finish
</file>
==> job_summary.md <==
### Flow metrics

| Metric | Value |
|---|---|
| Worst Setup Start Kind | `input port` |
| Max Slew Vio Count | `0` |
| Fmax | `1051 MHz` |
| Post-Syn Area | `220.2 sq um` |
| Critical Path End Type | `output pin` |
| Met3 wire length | `172 um` |
| Core Util at FP | `6.447%` |
| Core area | `3416 sq um` |
| Synth warn | `0` |
| Initial antenna violation count | `0` |
| Die Y-Extent | `80 um` |
| Syn avg cell area | `13.76 sq um` |
| Dominant cell type by area after synthesis | `nor2b_4` |
| First-pass GRT wire length | `1.635 mm` |
| WP data required | `800 ps` |
| Residual DRC count | `0` |
| Total gr overflow | `0` |
| Worst-Margin Slew | `113.6 ps` |
| I/O Buffers | `48` |
| Die extent in x | `80 um` |
| Ports | `48` |
| Sequential share of the synthesized area | `0%` |
| Worst setup path end | `o_p[15]` |
| P_leak | `0.3621 nW` |
| Hold Crit Class | `in -> out` |
| Final-report hold violation count | `0` |
| Dpl cell area | `758.2 sq um` |
| Biggest area cells | `nor2b_4 100%` |
| Share of layout cells above drive strength 1 | `48.44%` |
| Synth-to-layout area growth | `192.0%` |
| CP arrival | `750 ps` |
| Final Power | `0.0001807 W` |
| RSZ-0062 raised after global routing | `no` |
| Worst setup path category | `in -> out` |
| Post-Synthesis Cells | `16` |
| Sequential Area | `0 sq um` |
| Row cnt | `21` |
| Die area | `6400 sq um` |
| VDD IR max | `61.27 uV` |
| Adder share | `0%` |
| XOR/XNOR Area Share | `0%` |
| Yosys stat chip area | `220.2 sq um` |
| Clock buffer count | `0` |
| Ao+oa area frac | `0%` |
| Crit. Startpoint | `i_p0[15]` |
| Met1 WL | `511 um` |
| Seq_cells | `0` |
| Final wirelength | `1.193 mm` |
| Vias in the first global route | `311` |
| Setup violators final | `0` |
| Tmin final | `951.1 ps` |
| Met2 WL | `509 um` |
| Max-Cap Viols | `0` |
| Ant diodes | `0` |
| PwrDens | `281.0 nW/um^2` |
| Vias/cell | `2.645` |
| Post-cts hold buffer count | `0` |
| Synth top area share | `100.0%` |
| Routability Congestion | `0.6968` |
| Final period util | `95.11%` |
| Initial DRT Pass Iterations | `2` |
| Library cells used by synthesis | `1` |
| Post-DRT Antenna Nets | `0` |
| Top Layer Used | `met3` |
| Crit path max fanout | `1` |
| AND/OR/NAND/NOR Cells, Area Fraction | `100.0%` |
| Comb area leader | `simple AND/OR/NAND/NOR gates` |
| Layout Utilization | `18.83%` |
| # Cells Yosys | `16` |
| Setup TNS | `0 ps` |
| Log Warnings | `32` |
| Initial DRC count | `1` |
| Avg WL per Cell | `10.85 um` |
| Total GRT Usage | `3.186%` |
| Status | `completed` |
| Largest net degree at the start of global routing | `2` |
| Final instance area | `643.1 sq um` |
| Relative slew slack | `92.42%` |
| Mux frac, synth | `0%` |
| Via count | `291` |
==> cell usage after synthesis <==
cell type	number
nor2b_4	16
==> worst min-delay path by stage <==
stage | start | to | slack, ps | cells past startpoint
after global routing | i_p0[1] | o_p[1] | 780 | 3
final | i_p0[0] | o_p[0] | 770 | 3
after CTS | i_p0[0] | o_p[0] | 780 | 3
==> placed cells by master, fill, tap and decap left out, drive strengths merged <==
master          n
clkdlybuf4s15   1
dlygate4sd2    32
nor2b          16
buf            15
==> cell families (layout without fill, tap and decap cells) <==
group / count (synthesis) / count (layout)
and+or+nand+nor: 16 / 16
buffers and inverters: 0 / 48
==> worst max-delay path: stages <==
cell and delay, ps:
dlygate4sd2_1 250, nor2b_4 90, dlygate4sd2_1 200
==> per-stage QoR <==
step                      std cells  hold slack, ps  setup slack [ps]
after floorplan                  16           411.6             507.4
after detailed placement        110            1315            -474.1
after global placement          110            1312            -460.4
final                           110           774.0             48.92
after global routing            110           784.8             29.76
after CTS                       110           779.2           0.04802
==> cell type report <==
type	count	area, sq um
repair buffers	48	365.4
fillers	405	2773
multi-input cells	16	220.2
well taps	46	57.56
==> what timing repair did <==
| action | CTS | global route |
|---|---|---|
| setup buffers | 0 | 0 |
| pin swaps | 0 | 0 |
| endpoints found under the setup margin | 16 | 1 |
| resized | 78 | 1 |
==> layer usage <==
layer  vias to the layer above  GRT usage, %
li1                        144             -
met2                        27         4.976
met5                         -             0
met1                       120         4.087
met4                         0             0
met3                         0         1.591
==> where the power goes <==
| part | internal [W] | total, W | switching (W) |
|---|---|---|---|
| logic | 0.000135 | 0.000181 | 0.0000461 |
| registers | 0 | 0 | 0 |
| clock network | 0 | 0 | 0 |
Power is estimated from default activity; no workload was simulated.
