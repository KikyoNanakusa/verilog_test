### ./constraint.sdc
current_design problem4

set clk_period 2.9
set clk_io_pct 0.2

create_clock -name clk0 -period $clk_period [get_ports {i_clk}]

set non_clock_inputs [all_inputs -no_clocks]
set_input_delay [expr $clk_period * $clk_io_pct] -clock clk0 $non_clock_inputs
set_output_delay [expr $clk_period * $clk_io_pct] -clock clk0 [all_outputs]
### ./config.mk
export PLATFORM = sky130hd
export DESIGN_NAME = problem4
export DESIGN_NICKNAME = problem4
export VERILOG_FILES = /design/flow/design.v
export SDC_FILE = /design/flow/constraint.sdc
export NUM_CORES = 4
export LEC_CHECK = 1
export CORE_AREA = 10 10 76 76
export DIE_AREA = 0 0 86 86
### ./design.v
module problem4 (
  input i_clk,
  input i_rst,
  output [15:0] o_p
);
  reg [15:0] r_0;
  wire [15:0] w_0;
  wire [15:0] zero;
  wire [15:0] one;
  wire [15:0] w_1;
  assign zero = 16'h0000;
  assign one = 16'h0001;
  always @(posedge i_clk) begin
    r_0 <= w_1;
  end
  assign w_0 = r_0 + one;
  assign w_1 = i_rst ? zero : w_0;
  assign o_p = r_0;
endmodule
### ./run.sh
#!/bin/bash
# OpenROAD 26Q1-2900-gdf79404cd8, Yosys 0.63+post, stock flow scripts
make -C /OpenROAD-flow-scripts/flow DESIGN_CONFIG=/design/flow/config.mk WORK_HOME=/design/flow/orfs finish
==> results.py <==
# Auto-generated metrics
metrics = {
    "critical_path": {
        "cp.required_ns": 2.32,
        "worst_ep_arrival_time_ns": 1.26,
        "critPathMaxStageDelay_ns": 0.53,
        "cp_top_family": "buffers and inverters",
        "crit_slowest_cell": "clkdlybuf4s50_1",
        "timing.critical_path.buf_inv": 1,
        "worstPathMaxFanout": 6,
        "endpoint_kind": "output port",
        "worst_setup_path_start_kind": "flip-flop",
        "crit_type": "flip-flop to output port",
        "crit_chain": "clkdlybuf4s50_1",
    },
    "die": {
        "die_area_um2": 7400,
        "fp.dieH_um": 86,
        "dieWidth_um": 86,
        "core_um2": 4120,
        "io_pins": 18,
        "rows": 23,
        "fp_util": 0.186,
    },
    "clock_tree": {
        "postCtsHoldBufs": 0,
        "clock_latency_ns": 0.25,
        "clkTransAtPathRegs_ns": 0.07,
        "post_cts_buffers": 0,
        "cts_made_buffers": 3,
        "clockBufferDepth": 2,
        "cts_resized": 0,
        "cts_tree": "yes",
        "clock-sinks": 16,
        "root_buffer": "clkbuf_8",
        "htreeDepth": 1,
    },
    "flow_run": {
        "warnings": 25,
        "maxCapViolations": 0,
    },
    "power": {
        "p_leak_nw": 0.367,
        "power-per-cell-area_nw_per_um2": 430,
        "ir_drop_mv": 0.281,
        "finalPower_mw": 0.444,
    },
    "synth": {
        "synthesis.area_um2": 764,
        "synthCells": 81,
        "yosysCellCount": 81,
        "seq_area_frac_synth": 0.419,
        "synth_warnings": 1,
        "post_synth_num_cell_types": 23,
        "postSynthAreaPerCell_um2": 9.44,
        "ys_area_um2": 764,
        "numSynthFlops": 16,
    },
    "final_layout": {
        "layout_top_cells": "clkdlybuf4s50_1, dfxtp_1, nor2_1",
        "largest-register": "r_0",
        "layout-drive-gt1-share": 0.0909,
        "largest_reg_flops": 16,
        "reg_top3": "r_0: 16 flops",
        "area_delta_synth_final_pct": 35.2,
        "lay_top_count": "clkdlybuf4s50_1",
    },
    "final_timing": {
        "rsz0062_at_grt": "false",
        "slew_viol_final": 0,
        "max_slew_margin": 0.555,
        "clock_skew_ns": 0.00358,
        "tightest_slew_ns": 0.666,
        "setup-violations-final": 0,
        "max_freq_ghz": 0.544,
        "fin_ws_ns": 1.06,
        "finalHoldViolations": 0,
        "finalSetupTns_ns": 0,
        "finalCriticalPeriod_ns": 1.84,
        "timing.final.crit_share": 0.634,
    },
    "route": {
        "vias": 649,
        "drt-initial-drc-count": 17,
        "wl_per_cell_um": 11.6,
        "dr.pass1.iters": 4,
        "drc": 0,
        "wl_mm": 1.72,
        "ant_nets": 0,
        "avgViaCountPerCell": 4.36,
        "diodes": 0,
    },
    "global_routing": {
        "met1_usage": 0.0602,
        "grt.overflow.total": 0,
        "grt-busiest-layer": "met2",
        "antenna_found_initial": 0,
        "use_met2": 0.0737,
        "grt_max_degree": 21,
        "grtUsageMet3": 0.0153,
        "grt_pass1_wl_mm": 2.90,
        "track_usage": 0.0464,
        "grt_pass1_vias": 626,
    },
    "placement": {
        "dp_hpwl_mm": 1.26,
        "globalplace.congestion": 0.758,
        "portBuffers": 17,
        "pre_cts_slack_ns": 0.896,
    },
    "status": {
        "status": "finished clean",
    },
    "hold_path": {
        "hp-class": "flip-flop to flip-flop",
    },
}
[per-layer routing]
metal  wire length, um  share of wire
met5                 0              0
met4                31          0.018
met3                87          0.050
met2               778           0.45
met1               826           0.48
[cells by family after synthesis]
kind of cell,synth area share
AND-OR/OR-AND,0.105
XOR/XNOR,0.0344
adder cells (fa/ha/maj),0.0164
buffers and inverters,0.0393
flip-flops,0.419
multiplexers,0.0589
AND/OR/NAND/NOR,0.327
[synthesized netlist by cell type]
master     n  area share
buf_6      1       0.015
clkbuf_1   2      0.0098
a21oi_1    7       0.046
o31ai_1    4       0.039
dfxtp_1   16        0.42
nand4_4    1       0.028
or4_1      4       0.039
or3_1      3       0.025
nand4_1    1      0.0082
xor2_1     2       0.023
nor2_1     8       0.039
xnor2_1    1       0.011
inv_1      3       0.015
nand4_2    1       0.016
nand3_1    6       0.039
nor4_1     2       0.016
nor4_4     2       0.056
nand2_1    4       0.020
mux2_1     3       0.044
nor2b_1    5       0.041
mux2_2     1       0.015
ha_1       1       0.016
o21ai_0    3       0.020
[stage by stage]
| stage | hold slack (ns) | instance area [um2] | instances | utilization |
|---|---|---|---|---|
| after floorplan | 0.441 | 764 | 81 | - |
| after CTS | 0.508 | 1030 | 149 | 0.251 |
| after global routing | 0.538 | 1030 | 149 | 0.251 |
| final | 0.509 | 1030 | 149 | 0.251 |
| after detailed placement | 0.482 | 978 | 145 | 0.238 |
| after global placement | 0.494 | 978 | 145 | 0.238 |
[layout make-up]
cell class              count  area (um2)
well taps                  50        62.6
flip-flops and latches     16         320
inverters                   3        11.3
repair buffers             17         170
fillers                   438        3080
clock buffers               4        55.1
multi-input cells          59         414
[final timing paths]
check                              from       to  slack (ns)  depth (start not counted)
worst min-delay path            r_0[10]  r_0[10]        0.51                          2
worst min register to register  r_0[10]  r_0[10]        0.51                          2
worst max register to register   r_0[0]  r_0[14]        1.27                          4
worst max-delay path             r_0[2]   o_p[2]        1.06                          1
[power breakdown]
part / leakage, nW / switching [mW] / internal, mW
Clock: 0.0288 / 0.0763 / 0.120
Sequential: 0.129 / 0.00571 / 0.223
Combinational: 0.209 / 0.00798 / 0.0106
Total: 0.367 / 0.0900 / 0.354
No activity file was given, so power comes from the tool's default toggle rates.
